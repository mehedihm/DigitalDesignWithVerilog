==> design/flow/design.v <==
`timescale 1ns / 1ps
module RippleAdd(A, B, Cin, Sum, Cout);
  input wire [3:0]A, B;
  input wire Cin;
  output reg [3:0]Sum;
  output reg Cout;
  always @(A, B, Cin)
    {Cout,Sum} = A+B;
endmodule
==> design/flow/run.sh <==
#!/bin/bash
# OpenROAD 26Q1-2900-gdf79404cd8, Yosys 0.63+post, stock flow scripts
make -C /OpenROAD-flow-scripts/flow DESIGN_CONFIG=/design/flow/config.mk WORK_HOME=/design/flow/orfs finish
==> design/flow/config.mk <==
export PLATFORM = sky130hd
export DESIGN_NAME = RippleAdd
export DESIGN_NICKNAME = RippleAdd
export VERILOG_FILES = /design/flow/design.v
export SDC_FILE = /design/flow/constraint.sdc
export NUM_CORES = 4
export LEC_CHECK = 1
export CORE_AREA = 10 10 70 70
export DIE_AREA = 0 0 80 80
==> design/flow/constraint.sdc <==
current_design RippleAdd

set clk_period 1.9
set clk_io_pct 0.2

create_clock -name clk0 -period $clk_period

set non_clock_inputs [all_inputs -no_clocks]
set_input_delay [expr $clk_period * $clk_io_pct] -clock clk0 $non_clock_inputs
set_output_delay [expr $clk_period * $clk_io_pct] -clock clk0 [all_outputs]
==> flow_summary.ini <==
; physical design summary
[worst_setup_path]
cp.buffers_inverters = 4
crit_chain = clkdlybuf4s15_1 > inv_2 > fa_2 > inv_1 > dlygate4sd2_1
worstPathRequired_ps = 1520
slowest_delay_ps = 550
crit_slowest_cell = fa_2
crit_arrival_ps = 1450
cpLargestDelayFamily = adder cells
path_class = in -> out
startpoint_type = primary input
cp_max_fo = 2
endpoint_kind = output port

[final_timing]
worst_slew_pin_slew_ps = 118
slew_viol_final = 0
layout_min_cycle_time_ps = 1830
fin_crit_sh = 0.963
setup_viol = 0
fmax_ghz = 0.546
whs_ps = 1330
slew_headroom = 0.921
hold_viol = 0

[route]
detail-route-antenna-nets = 0
vias = 158
drt_iter0_drc = 0
viasPerCell = 2.05
wl_met1_um = 249
antennaDiodeCount = 0
met3_length_um = 149
maxUsedRoutingLayer = met3
drc_errors = 0
wl_met2_um = 180
first_pass_iters = 1
wl_per_cell_um = 7.51
routed_wl_um = 578

[run_status]
status = finished clean

[min_path]
hp-class = in -> out
hold_path_end = Cout
hold_path_depth = 5
hold_start = A[2]

[logic_synthesis]
seq_area_frac_synth = 0
top_area_cell = ha_1
yosysTopAreaCellShare = 0.367
synthesis.area_um2 = 136
ys_top_cells_by_count = 4 x ha_1, 4 x inv_1, 2 x xnor2_1
synth.yosys.warnings = 1
ys_cells = 16
yosysUniqueCellTypes = 9
top_cells_by_area = ha_1 37%, fa_1 15%, xnor2_1 13%
avgSynthCellArea_um2 = 8.52
ys_chip_area_um2 = 136
synth_cells = 16

[floorplanning]
rows = 21
die_x_um = 80
core_um2 = 3420
initCoreUtil = 0.0399
dieHeight_um = 80
die-area_um2 = 6400
io-pin-count = 14

[power_and_ir_drop]
p_total_mw = 0.0790
peakVddDrop_v = 0.0000322
powerDensity_nw_per_um2 = 227
leakage_nw = 0.151

[finish]
area_growth_pct = 155
fillCellCount = 397
design.seq.count = 0
drive_above_1_share = 0.419
register_area_um2 = 0
clockBufferCount = 0
layout.area.comb_um2 = 156

[grt]
antenna_found_initial = 0
grt_pass1_wl_um = 910
grt_pass1_vias = 199
grt_max_degree = 4
grt-ovfl-total = 0
track_usage = 0.0178

[placement]
hpwlAfterDp_um = 503
port_buffers = 13
place_congestion = 0.742

[job]
drv_cap = 0
warnings = 33
==> area by class of cell <==
type / count / share of cell area
multi-input combinational: 12 / 0.450
timing repair buffer: 15 / 0.342
tap: 46 / 0.165
inverter: 4 / 0.0432
==> layout by cell type, fill, tap and decap left out <==
cell	count
a21o_1	1
a21oi_2	1
buf_2	4
buf_4	2
clkdlybuf4s15_1	1
clkdlybuf4s50_1	3
dlygate4sd2_1	5
fa_2	1
ha_1	2
ha_4	2
inv_1	2
inv_2	2
nand2b_1	1
nor2b_1	1
o21ai_1	1
xnor2_1	1
xnor2_2	1
==> cells by family (layout without fill, tap and decap cells) <==
group | count (synthesis) | count (layout) | share of synthesized area
and+or+nand+nor | 2 | 2 | 0.0918
xor gates and xnor gates | 2 | 2 | 0.128
AOI/OAI and AO/OA | 3 | 3 | 0.156
buffers and inverters | 4 | 19 | 0.110
adders and majority gates | 5 | 5 | 0.514
==> worst max path at each step <==
stage	cells after the start	startpoint	endpoint	slack, ps
global route	6	B[1]	Sum[3]	-6
CTS	5	A[1]	Sum[1]	30
finish	5	A[1]	Sum[1]	70
==> tightest hold or removal path, delay by kind of cell <==
| family | cells | cell delay [ps] |
|---|---|---|
| and+or+nand+nor | 1 | 60 |
| AOI/OAI and AO/OA | 1 | 60 |
| buffers and inverters | 2 | 320 |
| adders and majority gates | 1 | 140 |
==> report_power, final <==
group	internal, mW	switching [mW]	total (mW)
registers	0	0	0
clock network	0	0	0
logic	0.0518	0.0272	0.0790
total	0.0518	0.0272	0.0790
==> repair_timing <==
| action | in CTS | in global routing |
|---|---|---|
| endpoints found under the setup margin | 5 | 3 |
| pin swaps | 6 | 0 |
| resized | 26 | 3 |
| hold buffers | 0 | 0 |
| setup buffers | 1 | 0 |
==> per-layer routing <==
layer  vias up  GRT usage
li1         82          -
met1        65     0.0185
met2        11     0.0273
met3         0     0.0170
met4         0          0
met5         -          0
==> through the flow <==
step	instance area (µm²)	std cells	utilization	setup TNS (ps)	setup WS [ps]
floorplan	136	16	-	0	349
global placement	332	76	0.0971	-2630	-732
detailed placement	332	76	0.0971	-2480	-721
CTS	339	77	0.0993	0	32.8
global route	348	77	0.102	-5.67	-5.67
finish	348	77	0.102	0	69.6
