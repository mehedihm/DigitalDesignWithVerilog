**./config.mk**
```make
export PLATFORM = sky130hd
export DESIGN_NAME = CLA_Adder
export DESIGN_NICKNAME = CLA_Adder
export VERILOG_FILES = /design/flow/design.v
export SDC_FILE = /design/flow/constraint.sdc
export NUM_CORES = 4
export LEC_CHECK = 1
export CORE_AREA = 10 10 70 70
export DIE_AREA = 0 0 80 80
```
**./constraint.sdc**
```tcl
current_design CLA_Adder

set clk_period 3.2
set clk_io_pct 0.2

create_clock -name clk0 -period $clk_period

set non_clock_inputs [all_inputs -no_clocks]
set_input_delay [expr $clk_period * $clk_io_pct] -clock clk0 $non_clock_inputs
set_output_delay [expr $clk_period * $clk_io_pct] -clock clk0 [all_outputs]
```
**./design.v**
```verilog
`timescale 1ns / 1ps
module CLA_Adder(A,B,Cin,Sum,Cout);
  input [3:0] A,B;
  input Cin;
  output [3:0] Sum;
  output Cout;
  wire [3:0] G,P;   
  wire [3:0] C;   
  assign G = A & B;   
  assign P = A ^ B;   
  assign C[0] = Cin;
  assign C[1] = G[0]|(P[0] & G[0]);
  assign C[2] = G[1]|(P[1] & C[1]);
  assign C[3] = G[2]|(P[2] & C[2]);
  assign Cout = G[3]|(P[3] & C[3]);
  assign Sum = P ^ C;   
endmodule
```
**./run.sh**
```bash
#!/bin/bash
# OpenROAD 26Q1-2900-gdf79404cd8, Yosys 0.63+post, stock flow scripts
make -C /OpenROAD-flow-scripts/flow DESIGN_CONFIG=/design/flow/config.mk WORK_HOME=/design/flow/orfs finish
```
==> results.toml <==
# physical design summary
[run_status]
status = "completed"

[finish]
nClkBuffers = 0
area_growth_pct = 205.0
lay_top_cells = "clkdlybuf4s50_1 (9), inv_1 (4), dlygate4sd2_1 (4)"
flop-count = 0
drive_gt1_share_pct = 16.67
postLayoutCellArea_um2 = 305.3
ff_latch_area_um2 = 0
nFillCells = 408
final_common_cell = "clkdlybuf4s50_1"

[power_and_ir_drop]
ir_worst_vdd_mv = 0.01530
cellLeakagePower_nw = 0.1260
powerDensity_mw_per_mm2 = 127.3
report.power.total_w = 0.00003888

[routing]
drt-initial-drc-count = 0
wl_um = 482
firstDrtPassIters = 1
drt.antenna.violating_nets = 0
vias = 115
wire_per_inst_um = 6.789
drc = 0
vias_per_cell = 1.620

[critical_path]
required_ps = 2560
timing_worst_setup_path_type = "in -> out"
crit_arrival_ps = 2450
path_cells = "dlygate4sd2_1 > ha_2 > fa_2 > fa_2 > inv_2 > fa_1 > inv_1 > dlygate4sd2_1"
critPathLaunchType = "input pin"
max_stage_delay_ps = 400
crit_path_end_kind = "primary output"
worstPathMaxFanout = 2
critical_path.slowest_cell = "fa_1"

[synth]
syn_inst = 10
ys_types = 4
yosys.area_share.aoi_pct = 0
ys_sh_mux_pct = 0
ys_warn_count = 0
simple_gate_area_share_pct = 0
xor_share_pct = 8.750
ys_chip_area_um2 = 100.1
logic_family = "adder cells"
synth_area_um2 = 100.1
yosysSeqAreaShare_pct = 0
ys_sh_adder_pct = 72.50
avgSynthCellArea_um2 = 10.01
ys_cells = 10

[grt]
gr-total-overflow = 0
antenna_found_initial = 1
grt_usage_pct = 1.414
grt_max_degree = 2
grt_pass1_vias = 131
grt_pass1_wl_um = 683

[final_timing]
timing.hold.ws_ps = 2053
period_used_pct = 96.44
tns_ps = 0
drv_slew = 0
worst_slew_pin_slew_ps = 137.1
slew_headroom_pct = 90.83
layout_min_cycle_time_ps = 3086
fmax_ghz = 0.3241
rsz0062_at_grt = "no"
hold_viol = 0
finalSetupViolations = 0

[die]
dieArea_mm2 = 0.006400
core_area_mm2 = 0.003416
die_h_um = 80
ios = 14
rows = 21
fp-utilization_pct = 2.930
fp.dieW_um = 80

[run]
maxCapViolCount = 0
tool_warnings = 32

[placed_design]
dp_hpwl_um = 455.1
gp_congestion = 0.7755
io_buffers = 14
placed_area_um2 = 297.8

[worst_hold_path]
hold_path.class = "in -> out"

[clock_tree]
post-cts-setup-buffers = 0
cell usage after synthesis:
| cell | count | area (um^2) |
|---|---|---|
| fa_1 | 3 | 60.06 |
| ha_1 | 1 | 12.51 |
| inv_1 | 5 | 18.77 |
| xor2_1 | 1 | 8.760 |
kinds of logic after synthesis:
family	count (synthesis)
buffers and inverters	5
adder cells (fa/ha/maj)	4
XOR/XNOR	1
stage by stage:
step / utilization, % / std cells / setup slack (ps)
floorplan: - / 10 / 512.9
global placement: 8.718 / 70 / -423.4
detailed placement: 8.718 / 70 / -471.6
CTS: 8.791 / 70 / 37.36
global route: 8.864 / 70 / 0.09504
finish: 8.938 / 71 / 114.1
path summary, 6_finish.rpt:
kind	from	to	slack (ps)	cells past startpoint
setup / recovery	B[0]	Sum[3]	110	8
hold / removal	B[1]	Sum[1]	2050	3
area by class of cell:
| type | count | area [um^2] | share of cell area (%) |
|---|---|---|---|
| Multi-Input combinational cell | 5 | 88.84 | 29.10 |
| Antenna cell | 1 | 2.502 | 0.8197 |
| Inverter | 5 | 18.77 | 6.148 |
| Tap cell | 46 | 57.56 | 18.85 |
| Timing Repair Buffer | 14 | 137.6 | 45.08 |
critical path, delay by kind of cell:
kind / cells / cell delay (ps)
fa+ha+maj: 4 / 1270
buf+inv: 4 / 550
repair_timing:
action	CTS	global route
pin swaps	4	3
setup endpoints to repair	3	2
hold buffers	0	0
gates resized	8	1
power by group:
| part | total (W) | internal (W) | switching [W] |
|---|---|---|---|
| logic | 0.0000389 | 0.0000282 | 0.0000107 |
| registers | 0 | 0 | 0 |
| clock network | 0.0000000000418 | 0.0000000000418 | 0 |
| total | 0.0000389 | 0.0000282 | 0.0000107 |
routing by layer:
metal / GRT usage (%) / share of wire (%)
met2: 1.364 / 21
met3: 1.705 / 31
met4: 0 / 0
met5: 0 / 0
met1: 1.932 / 48
Power and IR drop assume default switching activity.
