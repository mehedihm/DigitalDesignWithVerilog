`config.mk`:
```
export PLATFORM = sky130hd
export DESIGN_NAME = Counter
export DESIGN_NICKNAME = Counter
export VERILOG_FILES = /design/flow/design.v
export SDC_FILE = /design/flow/constraint.sdc
export NUM_CORES = 4
export LEC_CHECK = 1
export CORE_AREA = 10 10 70 70
export DIE_AREA = 0 0 80 80
```
`constraint.sdc`:
```
current_design Counter

set clk_period 2.8
set clk_io_pct 0.2

create_clock -name clk0 -period $clk_period [get_ports {clk}]

set non_clock_inputs [all_inputs -no_clocks]
set_input_delay [expr $clk_period * $clk_io_pct] -clock clk0 $non_clock_inputs
set_output_delay [expr $clk_period * $clk_io_pct] -clock clk0 [all_outputs]
```
`design.v`:
```
`timescale 1ns / 1ps
module Counter(count, updown, clk, reset);
  input wire updown, clk, reset;
  output reg [3:0] count;
  always @(posedge clk or negedge reset) begin
    if(!reset)
      count<= 4'b0000;
    else if(updown)
      count<= count+1;
    else if(!updown)
      count<= count-1;
    else
      count<= count;
  end
endmodule
```
`run.sh`:
```
#!/bin/bash
# OpenROAD 26Q1-2900-gdf79404cd8, Yosys 0.63+post, stock flow scripts
make -C /OpenROAD-flow-scripts/flow DESIGN_CONFIG=/design/flow/config.mk WORK_HOME=/design/flow/orfs finish
```
==> summary.rpt <==
PHYSICAL IMPLEMENTATION REPORT
----------------------------------------------------
[Global routing]
  Leftover overflow at the end of global routing ........................ 0
  Pin count of the biggest net entering global routing ........................ 5
  First-pass GRT wire length ........................ 779 um
  Number of antenna violations at the first check in global routing ........................ 0
  Combined global-route utilization of all metal layers ........................ about 1.7%
  Via count of the first global-routing pass ........................ 168

[Worst setup path]
  Startpoint of the worst-slack reg-to-reg timing path ........................ count[1]
  Flop-to-flop setup slack ........................ 1.58 ns
  Startpoint class of the critical path ........................ input pin
  Terminus of the critical flop-to-flop path ........................ count[3]
  Cell breakdown of the critical path ........................ clkdlybuf4s50_1 -> inv_1 -> ha_1 -> a21o_1 -> a21oi_2 -> xnor2_1
  Worst stage delay on the critical path ........................ 0.50 ns
  Critical path startpoint ........................ updown
  CP Class ........................ input pin to flop
  Cell family with most CP delay ........................ buffers and inverters
  Worst endpoint required time ........................ 2.96 ns
  Crit path max-delay cell type ........................ clkdlybuf4s50_1
  Cells on worst reg2reg path ........................ 4
  Maximum net fanout on the critical path ........................ 3
  Arrival time reported for the critical path endpoint ........................ between 1.5 and 2 ns
  Count of buffering cells on the critical path with inverters included ........................ 2
  Endpoint kind of the worst setup timing path ........................ flop

[Detailed routing]
  Number of antenna repair diodes ........................ 0
  Remaining design rule violation count ........................ 0
  Pre-antenna DRT Iters ........................ 1
  Total routed wirelength ........................ between 400 and 500 um
  Drt wl/cell ........................ between 6 and 7 um
  Via total after detailed routing ........................ around 130
  Violation count after the first detailed-route iteration ........................ 0
  Per-cell via count in the routed design ........................ ~1.9
  Antenna Nets Post-Route ........................ 0

[Layout]
  Final Instance Area ........................ roughly 340 um2
  Layout cells sized above 1 ........................ between 15 and 20%
  Filler Cell Count ........................ 402
  Registers with the most flip-flops ........................ count x4
  FF+latch area ........................ 100 um2
  Logic area ........................ about 88 um2
  Layout overhead on the synthesized area ........................ 71.8%
  Largest register FFs ........................ 4
  Biggest register ........................ count

[Logic synthesis]
  Post-synth seq share ........................ 51.3%
  Summed instance area of the synthesized netlist ........................ a little under 200 um2
  Number of cells in the yosys synthesis report ........................ 14
  Ys flops ........................ 4
  Distinct cell type count of the synthesized netlist ........................ 8
  Mapped Cells ........................ 14
  Synth warn ........................ 1
  Syn Area/Cell ........................ between 10 and 15 um2
  Chip area line of the yosys report ........................ 195 um2

[Floorplanning]
  Die width ........................ 80 um
  Number of rows in the core area ........................ 21
  Starting density of the core ........................ 5.71%
  DIE AREA ........................ 6400 um2
  I/O pin count ........................ 7
  Vertical extent of the die ........................ ~80 um
  Core region area ........................ approximately 3400 um2

[CTS]
  Clock sink count ........................ 4
  Latest clock arrival within the worst-skew pair ........................ 0.24 ns
  Clock tree from TritonCTS ........................ done
  Post-CTS Resized ........................ 0
  Number of post-CTS setup repair buffers ........................ 0
  Quantity of hold-fixing buffers added after cts ........................ 0
  Max H-tree Level ........................ 1
  Number of buffers inserted during clock tree synthesis ........................ 3
  Worst-path clk slew ........................ 0.04 ns
  CTS root buf ........................ clkbuf_4
  Clock Tree Buf Depth ........................ 2

[Final timing]
  Final clock period utilization by the worst path ........................ 62.3%
  Finish-stage setup viols ........................ 0
  Time the final worst path needs with I/O delays and setup ........................ between 1.5 and 2 ns
  Unrepaired setup endpoints after global routing ........................ no
  Slew @ Worst Pin ........................ 0.200 ns
  Hold slack final ........................ 0.518 ns
  Worst slew margin relative to its limit ........................ 86.6%
  Number of slew-limit violations in the final report ........................ 0
  Final hold violation count ........................ 0
  Final setup margin ........................ 1.05 ns
  Worst clock skew on the final layout ........................ 0.00250 ns
  Post-Route Setup TNS ........................ 0 ns
  Fmax ........................ 0.573 GHz

[Hold path]
  Worst Min Path Start ........................ count[0]
  Terminating pin of the worst hold path ........................ count[0]
  Worst hold-check path type ........................ flop to flop
  Worst hold path stage count ........................ 1

[Job]
  Max Cap Violations ........................ 0
  Number of warnings the tools reported ........................ 25

[Outcome]
  Outcome ........................ finished, final reports clean

[Place]
  Placer congestion estimate ........................ 0.765
  Post-place instance area ........................ 313 um2
  Count of buffers from port buffering ........................ 6
  Placement-stage worst setup slack ........................ 0.787 ns

[Pwr]
  Sequential power share ........................ 35.2%
  Clock power frac ........................ roughly a quarter
  Gate power share ........................ 39.8%
  Reported net switching power ........................ 0.0768 mW
  Leak pwr ........................ about 0.14 nW
  Power density normalized to cell area ........................ 840 nW/um2
  Highest ir drop seen on vdd ........................ 0.143 mV
  Net switching fraction of the power ........................ 27.3%
  Cell internal power dissipation ........................ 0.205 mW

----------------------------------------------------
[logic make-up (layout without fill, tap and decap cells)]
family	count (synthesis)	after routing	synth area share [%]
flip-flops	4	4	51.3
AND-OR/OR-AND	2	2	8.34
XOR/XNOR	3	3	13.5
buffers and inverters	2	11	3.85
adder cells (fa/ha/maj)	3	3	23.1
[power groups by stage]
stage	Combinational, mW	Clock, mW	Sequential (mW)
after CTS	0.116	0.0749	0.100
after global routing	0.124	0.0794	0.104
final	0.112	0.0706	0.0991
[worst max path at each step]
stage | endpoint | slack, ns | depth (start not counted)
6_report | count[3] | 1.05 | 6
5_1_grt | count[3] | 0.99 | 6
4_1_cts | count[3] | 1.04 | 6
[worst register-to-register path, stage by stage (launching register included)]
cell and delay, ns:
dfrtp_1 0.40, ha_1 0.28, a21o_1 0.19, a21oi_2 0.15
xnor2_1 0.12
[placed cells by master, fill, tap and decap left out, drive strengths merged]
master	count
dfrtp	4
clkdlybuf4s50	6
fa	1
xor2	1
xnor2	2
inv	2
clkbuf	3
a21oi	1
ha	2
a21o	1
[metrics by stage]
step / util [%] / power, mW / cells
after floorplan: - / 0.152 / 14
after global placement: 9.16 / 0.211 / 66
after detailed placement: 9.16 / 0.216 / 66
after CTS: 9.82 / 0.291 / 69
after global routing: 9.82 / 0.307 / 69
final: 9.82 / 0.282 / 69
[layout make-up]
type                            count  area share (%)
Clock buffer                        3            6.72
Inverter                            2            2.24
Multi-Input combinational cell      8            26.1
Sequential cell                     4            29.9
Tap cell                           46            17.2
Timing Repair Buffer                6            17.9
[per-layer routing]
metal / part of all wire, % / wire, um / track usage [%]
met1: 42 / 196 / 1.88
met2: 33 / 153 / 1.77
met3: 25 / 114 / 2.61
met4: 0 / 0 / 0.352
met5: 0 / 0 / 0
[synth_stat cells]
cell type	n	area share, %
xnor2_1	2	9.0
inv_1	2	3.8
ha_1	2	13
xor2_1	1	4.5
fa_1	1	10
a21oi_2	1	4.5
dfrtp_1	4	51
a21o_1	1	3.8
Power figures rest on the tool's default switching activity, not on a simulated workload.
